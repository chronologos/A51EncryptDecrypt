`flow/config.mk`:
```
export PLATFORM = sky130hd
export DESIGN_NAME = lcd
export DESIGN_NICKNAME = lcd
export VERILOG_FILES = /design/flow/design.v
export SDC_FILE = /design/flow/constraint.sdc
export NUM_CORES = 4
export LEC_CHECK = 1
export CORE_UTILIZATION = 30
```
`flow/constraint.sdc`:
```
current_design lcd

set clk_period 6.8
set clk_io_pct 0.2

create_clock -name clk0 -period $clk_period [get_ports {clock}]

set non_clock_inputs [all_inputs -no_clocks]
set_input_delay [expr $clk_period * $clk_io_pct] -clock clk0 $non_clock_inputs
set_output_delay [expr $clk_period * $clk_io_pct] -clock clk0 [all_outputs]
```
`flow/design.v`:
```
module lcd(clock, reset, write_en, data, _lcd_data, _lcd_rw, _lcd_en, _lcd_rs, _lcd_on, _lcd_blon);
	input clock, reset, write_en;
	input [7:0] data;
	output _lcd_rw, _lcd_en, _lcd_rs, _lcd_on, _lcd_blon;
	output [7:0] _lcd_data;
	typedef enum {A,B,C,D} state_type;
	state_type state1, state2;
	reg [8:0] curbuf;
	reg lcd_rw, lcd_en, lcd_rs, lcd_on, lcd_blon;
	reg [7:0] lcd_data;
	typedef reg [7:0] line_type [0:15];
	line_type line1, line2;
	reg [3:0] ptr;
	reg [5:0] index;
	reg [17:0] delay;
	reg [4:0] count;
	reg cstart, cdone, prestart, mstart;
	reg printed_crlf, valid_char, buf_changed, buf_changed_ack;
	always @(*) begin
		if (data >= 32 && data < 128) begin
			valid_char <= 1;
		end else begin
			valid_char <= 0;
		end
	end
	integer i;
	always @(posedge clock or posedge reset)
	begin
		if (reset==1) begin
			buf_changed <= 0;
			printed_crlf <= 0;
			ptr <= 0;
			for (i=0; i<=15; i=i+1) begin
				line1[i] <= 8'h20;
				line2[i] <= 8'h20;
			end
		end else begin
			if (buf_changed_ack==1) begin
				buf_changed <= 0;
			end
			if (write_en==1) begin
				if (data==9'h0D || (ptr==0 && valid_char==1 && printed_crlf==0)) begin
					for (i=0; i<=15; i=i+1) begin
						line1[i] <= line2[i];
						line2[i] <= 8'h20;
						buf_changed <= 1;
					end
					ptr <= 0;
				end
				if (data==9'h0D) begin
					printed_crlf <= 1;
				end else if (valid_char==1) begin
					printed_crlf <= 0;
					line2[ptr] <= data;
					ptr <= ptr+4'b1;
					buf_changed <= 1;
				end
			end
		end
	end
	always @(*)
	begin
		if (index==0) begin
			curbuf <= (9'h38);
		end else if (index==1) begin
			curbuf <= (9'h0C);
		end else if (index==2) begin
			curbuf <= (9'h01);
		end else if (index==3) begin
			curbuf <= (9'h06);
		end else if (index==4) begin
			curbuf <= (9'h80);
		end else if (index==21) begin
			curbuf <= (9'hC0);
		end else if (index < 21) begin
			curbuf <= ({1'b1,line1[index-5]});
		end else begin
			curbuf <= ({1'b1,line2[index-22]});
		end
	end
	always @(posedge clock or posedge reset) begin
		if (reset==1) begin
			buf_changed_ack <= 0;
			index <= 0;
			state1 <= A;
			delay <= 0;
			cstart <= 0;
			lcd_data <= 0;
			lcd_rs <= 0;
		end else begin
			if (index <= 37) begin
				buf_changed_ack <= 0;
				case (state1)
					A : begin
							lcd_data <= curbuf[7:0];
							lcd_rs <= curbuf[8];
							cstart <= 1;
							state1 <= B;
						end
					B : begin
							if (cdone == 1) begin
								cstart <= 0;
								state1 <= C;
							end
						end
					C : begin
							if (delay < 262142) begin
								delay <= delay+18'b1;
							end else begin
								delay <= 0;
								state1 <= D;
							end
						end
					D : begin
							index <= index + 6'b1;
							state1 <= A;
						end
				endcase
			end else if (buf_changed == 1) begin
				buf_changed_ack <= 1;
				index <= 0;
			end
		end
	end
	always @(posedge clock or posedge reset)
	begin
		if (reset==1) begin
			cdone <= 0;
			lcd_en <= 0;
			prestart <= 0;
			mstart <= 0;
			count <= 0;
			state2 <= A;
		end else begin
			if (prestart==0 && cstart==1) begin
				mstart <= 1;
				cdone <= 0;
			end
			prestart <= cstart;
			if (mstart==1) begin
				case (state2)
					A : state2 <= B;
					B : begin
							lcd_en <= 1;
							state2 <= C;
						end
					C : begin
							if (count < 16) begin
								count <= count + 5'b1;
							end else begin
								state2 <= D;
							end
						end
					D : begin
							lcd_en <= 0;
							mstart <= 0;
							cdone <= 1;
							count <= 0;
							state2 <= A;
						end
				endcase
			end
		end
	end
	assign _lcd_rw = 0;
	assign _lcd_blon = 1;
	assign _lcd_on = 1;
	assign _lcd_en = lcd_en;
	assign _lcd_rs = lcd_rs;
	assign _lcd_data = lcd_data;
endmodule
```
`flow/run.sh`:
```
#!/bin/bash
# OpenROAD 26Q1-2900-gdf79404cd8, Yosys 0.63+post, stock flow scripts
make -C /OpenROAD-flow-scripts/flow DESIGN_CONFIG=/design/flow/config.mk WORK_HOME=/design/flow/orfs finish
```
==> results.txt <==
The synthesis and PnR run went through. The run finished with clean final reports. Number of search-and-repair iterations in the first detailed-routing pass landed at 6. Static leakage power landed at 7.514 nW. Number of hold-repair buffers added at the cts stage landed at 0. Maximum vdd drop landed at 176.8 uV. Minimum clock period landed at 4291 ps. Along the worst hold path, the cell count comes to 0.

Register-to-register path setup slack landed at 3010 ps. Checking max transition, the worst relative margin is 0.3520. The share of the core area taken by cells at floorplan is 0.3068.

Broken down by cell family, the worst path's largest delay share belongs to buffers and inverters. Number of I/O pins landed at 24. Post-synthesis chip area from yosys landed at 0.01477 mm2. The script logs the ratio of routed vias to standard cells as 5.465.

Sum of net half-perimeters after detailed placement landed at 28120 um. In the setup report, the worst path falls into the class in2reg. Relative area change from synthesis to final layout landed at 14.71%. The worst hold path belongs to the class reg2reg. TritonCTS built the clock tree. The core region is 0.04815 mm2. Per the repair_timing log after CTS, setup buffers inserted total 0. On the worst path, the slowest cell contributes a delay of 660 ps. Measured in cells, the most critical reg-to-reg path has a length of 8.

For this block, the via count after detailed routing is 11432. Among all stages on the critical path, the largest delay is contributed by o21ai_2. Max-cap check violation count landed at 0. Tally of unique sky130hd cells used after synthesis landed at 79.

Initial antenna violation count landed at 1. Once layout is complete, the utilization of the core stands at 0.3519. Number of buffers created by CTS landed at 35. Number of nets with antenna violations after routing landed at 0.

Part of the cycle the worst path needs landed at 0.6310. According to the floorplan report, the die height is 223.9 um. The worst register-to-register path ends at lcd_data[6]. Looking at hold timing, the worst path starts from cstart.

The tree is rooted in a clkbuf_16. Tracing the worst setup path back leads to its startpoint at data[6]. Total number of placement rows landed at 80. Source-to-sink clock delay at the later pin of the worst-skew pair landed at 540 ps. Post-route clock skew landed at 31.80 ps. Gate count after technology mapping landed at 1403.

The layout report lists the combined flip-flop and latch area as 0.007900 mm2. The worst setup path is captured at a flop. Looking at the max-slew report, the worst-margin pin has a slew of 965.5 ps. Share of post-route cells with drive strength above 1 landed at 0.1925. Remaining routing DRC violations landed at 0.

The detailed placer reported the number of placed instances as 2027. The endpoint of the worst hold path is reported as prestart. In this run the mean area of a mapped cell was 10.53 um2. In the final timing run, aggregate negative setup slack is 0 ps. Traced cell by cell, the critical path runs through clkdlybuf4s50_1 > o21ba_2 > nand3_1 > o21ai_2 > nand2_8 > buf_4 > mux2_2. For reference, the final report shows the hold violation count at 0.

As logged by OpenROAD, the buffers inserted on ports number 20. In this run the critical register-to-register path is launched from index[1]. Wire length of the first global-routing pass landed at 70010 um. The layout has 4699 filler cells. After detailed routing, the total wire length is 46130 um. The post-synth count of flops with an enable pin is 0. Post-synthesis cell count from yosys landed at 1403.

Number of buffer and inverter stages on the critical path landed at 2. Per the OpenROAD floorplan log, the width of the die is 223.9 um. Cell area after synthesis landed at 0.01477 mm2. For this run, the total global-route usage over all layers was measured as 0.1920. Clock transition at the register clock pins on the worst setup and hold paths after CTS landed at 50 ps. Of the synthesized area, sequential elements account for 0.5348.

For this run, the leading register cell type out of synthesis is dfrtp_1. The flow reported a cell area power density of 315.8 mW/mm2. The routed design shows a wire length per standard cell of 22.05 um. The worst setup path is launched from a primary input. Routability congestion estimate from global placement landed at 0.9261. The chip occupies 0.05013 mm2. Per the timing report, the achievable frequency comes out to 233.0 MHz.

Count of warning messages emitted by the tools landed at 40. The final report gives the standard cell area, fillers excluded, as 0.01695 mm2. The synthesis stat section lists a flop and latch total of 314.

The warning tally printed by Yosys for this design is 3. Via count of the first global-routing pass landed at 11233. Pin count of the biggest net entering global routing landed at 125. Sum of internal, switching and leakage power landed at 5.351 mW.

Setup repair after global routing left no endpoint under its margin. Top fanout value on the critical path landed at 95. Number of design-rule violations left by the first detailed-router iteration landed at 1064. Final tally of max-slew violations landed at 0. Total setup violations reported at the end of the flow landed at 0. Clock sink count landed at 314. Total of cells resized after clock tree synthesis landed at 0. At the worst endpoint, the required time is 7200 ps.

Placed cell area landed at 0.01571 mm2. For this run, the number of standard cells in the final layout without fillers is 2092. Summing all multi-input logic gate instances after layout gives 0.006356 mm2.

Number of buffers on the longest clock path landed at 3. Arrival time of data at the critical path endpoint landed at 4690 ps. Async set-reset flop share out of synthesis landed at 1.000.

The global route stage reports its total congestion overflow as 0. Maximum level of the CTS H-tree landed at 2.
## layer usage
| layer | share of wire | GRT usage | vias to the layer above | wire length [um] |
|---|---|---|---|---|
| met1 | 0.41 | 0.2703 | 5679 | 18910 |
| li1 | - | - | 5125 | - |
| met2 | 0.43 | 0.2697 | 529 | 19650 |
| met5 | 0.00037 | 0 | - | 17 |
| met3 | 0.13 | 0.09242 | 97 | 6043 |
| met4 | 0.033 | 0.05104 | 2 | 1513 |
## area by class of cell
type                    instances  share of cell area
repair buffers                 58             0.03013
clock buffers                  53             0.06106
flip-flops and latches        314              0.4662
multi-input cells             967              0.3751
diodes                          2           0.0002954
inverters                      32            0.007310
clock inverters                10             0.01145
well taps                     656             0.04844
## through the flow
stage	hold WS, ps	worst slack, ps
after global placement	411.9	2076
after global routing	466.7	2284
after detailed placement	426.5	1982
final	443.6	2509
after CTS	435.1	2541
after floorplan	395.4	1285
## worst max-delay path by stage
| stage | endpoint | cells past startpoint |
|---|---|---|
| after CTS | line1[11][2] | 7 |
| after global routing | line1[9][3] | 7 |
| final | line1[11][2] | 7 |
## cell usage in the layout, fill, tap and decap left out, types with 4 or more instances in the layout
cell	synthesis	layout
dfrtp_1	280	280
nand2_1	180	180
o21ai_0	161	161
mux2_2	123	123
nor2_1	64	64
nand3_1	58	58
a21oi_1	45	45
clkbuf_16	0	36
buf_4	9	36
dfstp_2	34	34
inv_1	32	31
a22oi_1	25	25
a221oi_1	23	23
and2_1	20	20
clkdlybuf4s50_1	0	20
nand4_1	19	19
o21ai_1	21	19
mux2i_1	18	18
and3_1	16	16
a222oi_1	15	15
a31oi_1	14	14
nor3_1	14	14
nor2b_1	11	11
o31ai_1	11	11
ha_1	14	11
a22o_1	10	10
clkbuf_1	33	10
o211ai_1	9	9
clkbuf_8	0	7
nand2b_1	6	6
a32o_1	6	6
a32oi_1	5	5
bufinv_16	0	5
o21ai_2	2	4
xor2_1	4	4
o22ai_1	4	4
## cell families after synthesis
kind of cell,Yosys count,synth area share
other,2,0.0005084
XOR/XNOR,12,0.009656
AND-OR/OR-AND,389,0.1679
flip-flops,314,0.5348
adder cells (fa/ha/maj),14,0.01186
AND/OR/NAND/NOR,406,0.1287
multiplexers,143,0.1090
buffers and inverters,123,0.03761
## state kept, by name, indices dropped and copies added (netlist names), 2 cells and up, named ones only
name      count
line2       128
index         6
state1        3
lcd_data      8
ptr           4
delay        18
state2        2
line1       128
count         5
## Yosys cell counts (4+ instances only)
cell type  number  area (um2)
dfrtp_1       280        7007
nand2_1       180       675.7
o21ai_0       161       805.8
mux2_2        123        1385
nor2_1         64       240.2
nand3_1        58       290.3
a21oi_1        45       225.2
buf_2          36       180.2
dfstp_2        34       893.4
clkbuf_1       33       123.9
inv_1          32       120.1
a22oi_1        25       187.7
a221oi_1       23       201.4
o21ai_1        21       105.1
and2_1         20       125.1
nand4_1        19       118.9
mux2i_1        18       180.2
and3_1         16       100.1
a222oi_1       15       150.1
a31oi_1        14       87.58
ha_1           14       175.2
nor3_1         14       70.07
buf_1          11       41.29
nor2b_1        11       68.82
o31ai_1        11       82.58
a22o_1         10       87.58
buf_4           9       67.56
o211ai_1        9       67.56
a32o_1          6       60.06
nand2b_1        6       37.54
a32oi_1         5       43.79
o22ai_1         4       25.02
xor2_1          4       35.03
## worst reg2reg max path, cell delays in order (launching register included)
cell and delay [ps]:
dfrtp_1 450, inv_1 160, ha_2 600, buf_4 480, nand4bb_1 270, nand3_1 580, a311oi_1 880, a32oi_1 210
o21ai_1 130
## power by group
group          internal, mW  switching, mW  total (mW)
Sequential             2.30          0.287        2.59
Clock                  1.25          0.778        2.02
Combinational         0.321          0.422       0.742
Power figures rest on the tool's default switching activity, not on a simulated workload.
